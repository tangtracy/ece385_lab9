[./run.sh]
#!/bin/bash
# OpenROAD 26Q1-2900-gdf79404cd8, Yosys 0.63+post, stock flow scripts
make -C /OpenROAD-flow-scripts/flow DESIGN_CONFIG=/design/flow/config.mk WORK_HOME=/design/flow/orfs finish
[./config.mk]
export PLATFORM = sky130hd
export DESIGN_NAME = AddRoundKey
export DESIGN_NICKNAME = AddRoundKey
export VERILOG_FILES = /design/flow/design.v
export SDC_FILE = /design/flow/constraint.sdc
export NUM_CORES = 4
export LEC_CHECK = 1
export CORE_AREA = 10 10 636 636
export DIE_AREA = 0 0 646 646
[./constraint.sdc]
current_design AddRoundKey

set clk_period 30.1
set clk_io_pct 0.2

create_clock -name clk0 -period $clk_period

set non_clock_inputs [all_inputs -no_clocks]
set_input_delay [expr $clk_period * $clk_io_pct] -clock clk0 $non_clock_inputs
set_output_delay [expr $clk_period * $clk_io_pct] -clock clk0 [all_outputs]
[./design.v]
module AddRoundKey(
						input logic [127:0] data_in, 
						input logic [1407:0] keySchedule, 
						input logic [3:0] sel,
						output logic [127:0] data_out
); 
logic [127:0] chooseBits;
always_comb
	begin 
		case(sel)
			4'b1010: 
				chooseBits = keySchedule[127:0];
			4'b1001: 
				chooseBits = keySchedule[255:128];
			4'b1000: 
				chooseBits = keySchedule[383:256];
			4'b0111: 
				chooseBits = keySchedule[511:384];
			4'b0110: 
				chooseBits = keySchedule[639:512];
			4'b0101: 
				chooseBits = keySchedule[767:640];
			4'b0100: 
				chooseBits = keySchedule[895:768];
			4'b0011: 
				chooseBits = keySchedule[1023:896];
			4'b0010: 
				chooseBits = keySchedule[1151:1024];
			4'b0001: 
				chooseBits = keySchedule[1279:1152];
			4'b0000: 
				chooseBits = keySchedule[1407:1280];
			default :
				chooseBits = 128'h0;
		endcase
	end
assign data_out[7:0] = chooseBits[7:0] ^ data_in[7:0];
assign data_out[15:8] = chooseBits[15:8] ^ data_in[15:8];
assign data_out[23:16] = chooseBits[23:16] ^ data_in[23:16];
assign data_out[31:24] = chooseBits[31:24] ^ data_in[31:24];
assign data_out[39:32] = chooseBits[39:32] ^ data_in[39:32];
assign data_out[47:40] = chooseBits[47:40] ^ data_in[47:40];
assign data_out[55:48] = chooseBits[55:48] ^ data_in[55:48];
assign data_out[63:56] = chooseBits[63:56] ^ data_in[63:56];
assign data_out[71:64] = chooseBits[71:64] ^ data_in[71:64];
assign data_out[79:72] = chooseBits[79:72] ^ data_in[79:72];
assign data_out[87:80] = chooseBits[87:80] ^ data_in[87:80];
assign data_out[95:88] = chooseBits[95:88] ^ data_in[95:88];
assign data_out[103:96] = chooseBits[103:96] ^ data_in[103:96];
assign data_out[111:104] = chooseBits[111:104] ^ data_in[111:104];
assign data_out[119:112] = chooseBits[119:112] ^ data_in[119:112];
assign data_out[127:120] = chooseBits[127:120] ^ data_in[127:120];
endmodule 
==> tab_implementation.tex <==
% Yosys + OpenROAD metrics
\begin{tabular}{lr}
\hline
Metric & Value \\
\hline
\multicolumn{2}{l}{\textbf{Placed design}} \\
Cell area reported after detailed placement & $\sim$32,000 um2 \\
Number of buffers inserted by port buffering & about 1,700 \\
Half-perimeter wire length after detailed placement & around 430 mm \\
Placer Congestion & between 0.9 and 1 \\
Post-Place Worst Slack & 12.92 ns \\
\multicolumn{2}{l}{\textbf{Floorplanning}} \\
Standard cell core area & between 300,000 and 400,000 um2 \\
Width of the die & 646 um \\
Die outline height & around 650 um \\
Ports placed on the boundary & between 1,500 and 2,000 \\
FP Util & 0.0223 \\
Die Size & between 400,000 and 500,000 um2 \\
Row count & 229 \\
\multicolumn{2}{l}{\textbf{Logic synthesis}} \\
Yosys Instances & approximately 1,100 \\
Yosys stat area & about 8700 um2 \\
YS warnings & 1 \\
Post-synth cell types & 23 \\
Synth Seq Share & 0 \\
Post-synthesis area per instance & between 7 and 8 um2 \\
Synth top area share & 0.174 \\
Summed instance area of the synthesized netlist & between 8000 and 9000 um2 \\
Number of instances in the synthesized netlist & $\sim$1,100 \\
Largest area contributor in the synthesized netlist & a22oi\_1 \\
Top area cells in the synthesized netlist & a22oi\_1 (17\%), a22o\_1 (16\%), a221oi\_1 (15\%) \\
\multicolumn{2}{l}{\textbf{Route}} \\
Number of search-and-repair iterations in the first detailed-routing pass & 11 \\
Wire per inst & $\sim$56 um \\
Final Routed Wirelength & 454 mm \\
Vias after detailed routing & 24,300 \\
Antenna-violating nets left & 0 \\
DRC violations left & 0 \\
Vias/cell & approximately 3.0 \\
Number of DRC markers after the initial detailed-route iteration & between 2,000 and 3,000 \\
\multicolumn{2}{l}{\textbf{Run}} \\
OpenROAD warnings & 33 \\
Total of max-cap violations & 0 \\
\multicolumn{2}{l}{\textbf{Clock network}} \\
Number of post-CTS setup repair buffers & 0 \\
Post-CTS Hold Fix Bufs & 0 \\
Number of cells upsized or downsized after cts & 0 \\
\multicolumn{2}{l}{\textbf{Power and ir drop}} \\
Switching share of power & 0.417 \\
Net switching power & about 190 uW \\
Portion of total power attributed to sequential cells & 0 \\
P\_int & 269 uW \\
Power share of the clock group & 0 \\
Power, Total & between 400 and 500 uW \\
Portion of total power attributed to combinational logic & 1.000 \\
Peak supply drop & between 6 and 7 uV \\
Total leakage power & 0.00945 uW \\
Total power density per cell area & around 14 nW/um2 \\
\multicolumn{2}{l}{\textbf{Run status}} \\
Violations in the final reports & max-slew violations \\
Status & finished, violations left \\
\multicolumn{2}{l}{\textbf{Timing}} \\
Slew margin rel. & -0.0612 \\
Number of pins with negative max-slew slack in the final report & 3 \\
Final hold violations & 0 \\
Final setup slack of the worst path & $\sim$13 ns \\
Slew at the pin closest to its max-slew limit & roughly 1.6 ns \\
Hold Worst Slack & about 13 ns \\
Achievable clock frequency & 0.0584 GHz \\
Final-report setup violation count & 0 \\
Clock period minus final worst setup slack & about 17 ns \\
Post-route clock period utilization & 0.569 \\
Sum Neg Setup Slack & 0 ns \\
Unrepaired setup endpoints after global routing & no \\
\multicolumn{2}{l}{\textbf{Final layout}} \\
Layout filler cell count & around 45,000 \\
Relative area change from synthesis to final layout & 271\% \\
Fraction of final layout cells with drive strength greater than 1 & 0.0310 \\
Count of flip-flops and latches & 0 \\
Number of clock buffer instances in the layout & 0 \\
Register cell area after layout & 0 um2 \\
Logic area & 7930 um2 \\
Design Area, Final & 32,200 um2 \\
\multicolumn{2}{l}{\textbf{Global route}} \\
Maximum number of pins on one net before global-route repair & around 62 \\
Total routing resource utilization after global routing & 0.211 \\
Aggregate global routing overflow & 0 \\
Number of global-route vias before repair & between 20,000 and 25,000 \\
Global-route wire length before repair & between 500 and 600 mm \\
Number of antenna violations at the first check in global routing & around 840 \\
\multicolumn{2}{l}{\textbf{Worst hold path}} \\
Worst hold path stage count & 3 \\
HP Class & primary input to output port \\
\multicolumn{2}{l}{\textbf{Setup path}} \\
Kind of capture point of the worst setup path & output port \\
Required time of the worst setup path & about 24 ns \\
Critical Path AT & approximately 11 ns \\
Startpoint type of the worst setup path & primary input \\
Crit path kind & primary input to output port \\
Critical path peak fanout & 21 \\
\hline
\end{tabular}
-- final timing paths --
check / from / endpoint / slack (ns)
max: sel[3] / data_out[15] / 12.98
min: data_in[112] / data_out[112] / 12.97
-- kinds of logic (layout without fill, tap and decap cells) --
logic type      after synthesis  after routing  synth area share
buf+inv                     158           1738            0.0964
compound gates              640            640             0.635
simple gates                205            205             0.140
xor+xnor                    128            128             0.129
other cells                   0            199                 0
-- worst max-delay path: stages --
cell and delay, ns:
clkdlybuf4s50_1 1.03, nor4b_4 0.13, buf_4 0.29, buf_4 0.35, buf_4 0.32, a22o_1 0.21, a221oi_1 1.18, nand3_1 0.65
xor2_1 0.29, clkdlybuf4s50_1 0.50
-- stage by stage --
stage,instances,utilization
after floorplan,1131,-
after global placement,7899,0.0812
after detailed placement,7908,0.0814
after CTS,7908,0.0814
after global routing,7995,0.0820
final,8107,0.0827
-- cells in the final DEF, fill, tap and decap left out --
cell and count:
nor4bb_4 2, nand2_1 66, clkdlybuf4s50_1 1668, buf_8 1, buf_12 4, and4b_4 1
buf_4 59, a22oi_2 1, nor4_4 1, a221oi_1 153, nor3_2 1, nor4b_4 4
a22oi_1 201, xor2_1 128, nand3_1 63, a22o_1 155, buf_6 6, a222oi_1 128
a221oi_2 2, and3_1 29, diode_2 199, and4_1 36, and4bb_4 2
-- Yosys cell counts --
cell type,number
and4bb_1,2
nor3_1,1
a22oi_1,202
buf_6,9
a221oi_1,153
buf_4,14
a222oi_1,128
nor4b_2,3
a221oi_2,2
buf_2,97
and4_1,36
nor4b_4,1
buf_1,6
and3_1,29
xor2_1,128
and4b_1,1
nor4_2,1
nor4bb_2,2
nand2_1,66
a22o_1,155
nand3_1,63
clkbuf_1,31
clkbuf_4,1
-- layout make-up --
class / count / share of cell area
repair buffers: 1738 / 0.537
diodes: 199 / 0.0154
multi-input cells: 973 / 0.246
well taps: 5197 / 0.202
-- routing by layer --
layer / track usage / wire length [um] / vias to the layer above
met5: 0 / 3530 / -
met3: 0.150 / 72700 / 1362
met4: 0.0435 / 15800 / 532
met2: 0.352 / 211000 / 2692
li1: - / - / 8552
met1: 0.216 / 151000 / 11100
-- power groups by stage --
stage,sequential (uW),combinational [uW],clock (uW)
4_1_cts,0,471,0
5_1_grt,0,478,0.000410
6_report,0,461,0.000872
No activity file was given, so power comes from the tool's default toggle rates.
